==> design.v <==
module booth #(
    parameter N = 32 
)(
    input clk,
    input rst_n,       
    input load,
    input [N-1:0] multiplicand,
    input [N-1:0] multiplier,
    output [1:0] opcode,  
    output busy,
    output ready,
    output [2*N-1:0] product
);
    wire busy_next;
    DFF #(.N(1)) dff_busy_fsm (
        .clk(clk),
        .rst_n(rst_n),
        .d(busy_next),
        .q(busy)
    );
    assign busy_next = ready ? 1'b0 : (load ? 1'b1 : busy);
    localparam LOG2N = $clog2(N);
    wire [LOG2N:0] count; 
    counter #(.WIDTH(LOG2N+1)) count_inst (
        .clk(clk),
        .rst_n(rst_n),
        .clear(load),  
        .en(busy),  
        .q(count)
    );
    assign ready = (count == N);  
    wire left;
    wire left_reg;
    wire right;
    assign right = busy ? left_reg : 1'b0;
    DFF #(.N(1)) dff_right (
        .clk(clk),
        .rst_n(rst_n),
        .d(left),
        .q(left_reg)
    );
    parallel_to_serial #(N) p2s_inst (
        .clk(clk),
        .rst_n(rst_n),
        .load(load),
        .parallel_in(multiplier),
        .serial_out(left)
    );
    assign opcode = busy && {left, right} == 2'b01 ? 2'b01 :
                (busy && {left, right} == 2'b10 ? 2'b10 : 2'b00);
    wire [N:0] product_upper;
    ALU #(.N(N+1)) alu_inst (
        .A({product[2*N-1], product[2*N-1:N]}),  
        .B({multiplicand[N-1], multiplicand}),   
        .opcode(opcode),
        .C(product_upper)
    );
    reg [2*N-1:0] product_next;
    always @(*) begin
        product_next = product;  
        if (load) begin
            product_next = {{N{1'b0}}, multiplier};  
        end else if (busy) begin
            product_next = {product_upper, product[N-1:0]} >> 1;  
        end
    end
    DFF #(.N(2*N)) dff_product (
        .clk(clk),
        .rst_n(rst_n),
        .d(product_next),
        .q(product)
    );
endmodule
module ALU # (
    parameter N = 32
)(
    input [N-1:0] A,
    input [N-1:0] B,
    input [1:0]  opcode,  
    output reg [N-1:0] C
);
    always @(*) begin
        case (opcode)
            2'b01: C = A + B;  
            2'b10: C = A - B;  
            default: C = A;    
        endcase
    end
endmodule
module DFF #(
    parameter N = 4
)(
    input clk,
    input rst_n,  
    input [N-1:0] d,
    output reg [N-1:0] q
);
    always @(posedge clk) begin
        if (!rst_n) begin
            q <= {N{1'b0}};
        end else begin
            q <= d;
        end
    end
endmodule
module counter #(
    parameter WIDTH = 5
)(
    input  wire clk,
    input  wire rst_n,   
    input  wire en,      
    input wire clear,
    output reg  [WIDTH-1:0] q
);
    always @(posedge clk) begin
        if (!rst_n) begin
            q <= {WIDTH{1'b0}};
        end else if (clear) begin
            q <= {WIDTH{1'b0}};
        end else if (en) begin
            q <= q + 1;
        end else begin
            q <= q;
        end
    end
endmodule
module parallel_to_serial #(
    parameter N = 32 
)(
    input clk,
    input rst_n,       
    input load,
    input [N-1:0] parallel_in,
    output serial_out
);
    reg [N-1:0] shift_reg;
    assign serial_out = shift_reg[0];  
    always @(posedge clk) begin
        if (!rst_n) begin
            shift_reg <= {N{1'b0}};
        end else if (load) begin
            shift_reg <= parallel_in;
        end else begin
            shift_reg <= {1'b0, shift_reg[N-1:1]};  
        end
    end
endmodule
==> run.sh <==
#!/bin/bash
# OpenROAD 26Q1-2900-gdf79404cd8, Yosys 0.63+post, stock flow scripts
make -C /OpenROAD-flow-scripts/flow DESIGN_CONFIG=/design/flow/config.mk WORK_HOME=/design/flow/orfs finish
==> config.mk <==
export PLATFORM = sky130hd
export DESIGN_NAME = booth
export DESIGN_NICKNAME = booth
export VERILOG_FILES = /design/flow/design.v
export SDC_FILE = /design/flow/constraint.sdc
export NUM_CORES = 4
export LEC_CHECK = 1
export CORE_UTILIZATION = 50
==> constraint.sdc <==
current_design booth

set clk_period 13.4
set clk_io_pct 0.2

create_clock -name clk0 -period $clk_period [get_ports {clk}]

set non_clock_inputs [all_inputs -no_clocks]
set_input_delay [expr $clk_period * $clk_io_pct] -clock clk0 $non_clock_inputs
set_output_delay [expr $clk_period * $clk_io_pct] -clock clk0 [all_outputs]
==> Changelog: implementation <==
### Physical design

* ANT cells at 0
* Post-CTS setup buffer count at 0
* First DRT Iteration DRCs at 385
* Switching power at 0.204 mW
* CP Capture Type: flip-flop
* Post-cts repair resize count at 0
* Dominant comb cell: AND-OR/OR-AND gates
* Worst setup SP type: input pin
* Reg2Reg Launch Point: dff_busy_fsm.q
* Fmax at between 150 and 200 MHz
* Post-Syn Area at about 6800 um^2
* Register area at 2090 um^2
* Total negative slack at 0 ns
* Net Sw Frac at 0.274
* Fin area at 8490 um^2
* CP max FO at 6
* Pleak at 3.19 nW
* Max clock buf depth at 2
* Largest register FFs at roughly 64
* Die x size at 118 um
* Area grow syn2layout at 25.2%
* CTS root buffer: clkbuf_16
* Final HPWL from detailed placement at 12,600 um
* Basic Gates by Area at 0.211
* Vias per std cell at 5.70
* Remaining antenna violation count at 0
* Residual overflow from global routing at 0
* Slew HR at 0.458
* Register share of total power at 0.446
* Largest delay share family, worst path: simple AND/OR/NAND/NOR gates
* CTS tree: built
* Maxcap violations at 0
* Final tally of hold violations at 0
* Reg clk slew, reported paths at 0.07 ns
* CP arrival at 6.80 ns
* Multi-input logic area at 4450 um^2
* Tot Pwr at 0.745 mW
* Worst-path cell chain: clkdlybuf4s50_1, or3_1, or4_1, o41a_1, xnor2_1, ha_1, and3_1, and2_1, nand2_1, o21ai_0, a21oi_1, nor4_1, a211oi_1
* Worst Path Buf+Inv at 1
* Req. time, crit path at 13.61 ns
* CTS sink cnt at approximately 100
* Clock power frac at 0.360
* Clk_skew at 0.00731 ns
* TritonCTS Buffers at 9
* P_int at approximately 0.54 mW
* Initial antenna violation count at 0
* Tot GR Track Use at 0.255
* Hold Path Stages at 2
* Tool warnings at 27
* RSZ-0062 raised after global routing: false
* # IOs at 135
* # port buffers at about 130
* Row count at 42
* Total number of yosys warnings at 6
* Largest net degree at the start of global routing at 99
* Number of enable flip-flop cells at 0
* Adder Share, Synth at 0.0675
* DR vias at between 6k and 7k
* Max Slew Vio Count at 0
* Pwr dens at 87.7 nW/um^2
* Placed Instance Area at 8190 um^2
* First-pass GRT wire length at 28,400 um
* Yosys xor share at 0.0762
* Wirelength per Cell at between 15 and 20 um
* Min Tclk post-route at 6.59 ns
* DIE AREA at around 14,000 um^2
* Filler cells at roughly 1.1k
* Asr flop ratio synth at 0
* Setup ws final at approximately 6.8 ns
* Synth Flop Type: dfxtp_1
* Floorplan core area at 13,200 um^2
* Dpl ws at 6.55 ns
* HP Start: p2s_inst.shift_reg[26]
* WS Path Type: input pin to flip-flop
* CP Depth at 13
* DR DRC count at 0
* Status: completed
* Die H at about 120 um
* VDD IR-drop max at 76.5 uV
* Vias in the first global route at between 5k and 6k
* R2R setup slack at 9.19 ns
* Aoi share at 0.246
* Setup Viol. Count Final at 0
* Yosys stat area at 6780 um^2
* Min-Delay Endpoint: p2s_inst.shift_reg[25]
* Ys cells at 837
* CP max-delay cell: or4_1
* GPL Wtd Cong at around 0.96
* Reg2reg end: dff_product.q[62]
* Min-delay worst type: flip-flop to flip-flop
* Share of cells above drive strength 1 at 0.0361
* Drt first pass iters at 4
* CTS Hold Bufs at 0
* Post-Route WL at 17,600 um
* R2R cell count at 13
* Final Cycle Share at 0.492
* Post-Synthesis Cells at between 800 and 900
* CP max stage delay at 0.59 ns
* Init Core Util at 0.512
* Synth Seq Share at 0.307
* Logic pwr share at 0.194
* Ys flops at 104
* Mean Syn Cell Area at 8.10 um^2
* H-tree Lvls at 3
* Worst skew pair latency at around 0.35 ns
* Least-Margin Pin Slew at 0.813 ns
* Synth cell types at 63
* Post-synthesis mux area share at 0.0548
==> tightest hold or removal path, cell delays in order, from the launching register on <==
cell	delay (ns)
dfxtp_1	0.30
nand2b_1	0.05
a21boi_0	0.07
==> cell usage after synthesis, types with 15 or more instances <==
master	instances	area share
a2bb2oi_1	15	0.019
xor2_1	29	0.037
a21boi_0	33	0.037
ha_1	35	0.065
nor2_1	53	0.029
xnor2_1	30	0.039
o21ai_0	63	0.046
clkbuf_1	46	0.025
nand2_1	91	0.050
and2_1	37	0.034
inv_1	15	0.0083
nand2b_1	37	0.034
dfxtp_1	104	0.31
mux2i_1	36	0.053
a21oi_1	46	0.034
==> power groups by stage <==
stage,clock (mW),sequential (mW),combinational (mW)
after CTS,0.274,0.332,0.144
final,0.268,0.332,0.145
after global routing,0.285,0.334,0.159
==> routing by layer <==
layer	part of all wire	routed length, um	track usage
met5	0	0	0
met4	0.021	371	0.0506
met3	0.065	1150	0.0443
met2	0.42	7410	0.382
met1	0.49	8700	0.398
==> through the flow <==
stage | instances | utilization | hold slack, ns
floorplan | 837 | - | 0.442
global placement | 1102 | 0.619 | 0.452
detailed placement | 1102 | 0.619 | 0.456
CTS | 1118 | 0.641 | 0.468
global route | 1118 | 0.641 | 0.480
finish | 1118 | 0.641 | 0.466
==> layout make-up <==
cell class                      count  share of cell area
Clock buffer                       10              0.0270
Inverter                           15             0.00663
Timing Repair Buffer              141               0.163
Clock inverter                      6             0.00781
Tap cell                          176              0.0259
Sequential cell                   104               0.246
Multi-Input combinational cell    666               0.524
==> logic make-up (layout without fill, tap and decap cells) <==
kind of cell,after synthesis,count (layout)
xor gates and xnor gates,59,59
buffers and inverters,67,172
and+or+nand+nor,284,284
adders and majority gates,36,36
DFF,104,104
AOI/OAI and AO/OA,250,250
muxes,37,37
==> cells in the final DEF, fill, tap and decap left out, types with 11 or more instances in the layout <==
master and count:
o22ai_1 13, xor2_1 29, nor2b_1 11, ha_1 35
nand2b_1 37, inv_1 15, mux2i_1 36, nand2_1 91
xnor2_1 30, a21boi_0 33, o21ai_0 63, and2_1 37
a21oi_1 46, nor2_1 53, a2bb2oi_1 15, clkdlybuf4s50_1 132
nor3_1 12, dfxtp_1 103
==> worst max-delay path by stage <==
stage | startpoint | endpoint | slack (ns)
4_1_cts | multiplicand[2] | dff_product.q[62] | 6.88
5_1_grt | multiplicand[7] | dff_product.q[60] | 6.61
6_report | multiplicand[2] | dff_product.q[62] | 6.81
No activity file was given, so power comes from the tool's default toggle rates.
