==> flow/design.v <==
`default_nettype none
module mem_wb (
    input  wire        i_clk,
    input  wire        i_rst,
    input  wire        i_valid,
    input  wire [31:0] i_alu_result,
    input  wire [31:0] i_load_data,
    input  wire [31:0] i_pc_plus_4,
    input  wire [31:0] i_rs1_rdata,
    input  wire [31:0] i_rs2_rdata,
    input  wire [31:0] i_pc,
    input  wire [31:0] i_instruction,
    input  wire [31:0] i_next_pc_target,
    input  wire [ 4:0] i_rs1_addr,
    input  wire [ 4:0] i_rs2_addr,
    input  wire [ 4:0] i_rd_addr,
    input  wire [31:0] i_dmem_addr,
    input  wire [ 3:0] i_dmem_mask,
    input  wire        i_dmem_ren,
    input  wire        i_dmem_wen,
    input  wire [31:0] i_dmem_rdata,
    input  wire [31:0] i_dmem_wdata,
    input  wire        i_reg_write,
    input  wire        i_mem_to_reg,
    input  wire        i_jump,
    input  wire        i_retire_halt,
    output reg  [31:0] o_alu_result,
    output reg  [31:0] o_load_data,
    output reg  [31:0] o_pc_plus_4,
    output reg  [31:0] o_rs1_rdata,
    output reg  [31:0] o_rs2_rdata,
    output reg  [31:0] o_pc,
    output reg  [31:0] o_instruction,
    output reg  [31:0] o_next_pc_target,
    output reg  [ 4:0] o_rs1_addr,
    output reg  [ 4:0] o_rs2_addr,
    output reg  [ 4:0] o_rd_addr,
    output reg  [31:0] o_dmem_addr,
    output reg  [ 3:0] o_dmem_mask,
    output reg         o_dmem_ren,
    output reg         o_dmem_wen,
    output reg  [31:0] o_dmem_rdata,
    output reg  [31:0] o_dmem_wdata,
    output reg         o_valid,
    output reg         o_jump,
    output reg         o_reg_write,
    output reg         o_mem_to_reg,
    output reg         o_retire_halt
);
    always @(posedge i_clk) begin
        if (i_rst) begin
            o_alu_result <= 32'h00000000;
            o_load_data <= 32'h00000000;
            o_pc_plus_4 <= 32'h00000004;
            o_rs1_rdata <= 32'h00000000;
            o_rs2_rdata <= 32'h00000000;
            o_pc <= 32'h00000000;
            o_instruction <= 32'h00000013;   
            o_next_pc_target <= 32'h00000000;
            o_rs1_addr <= 5'd0;
            o_rs2_addr <= 5'd0;
            o_rd_addr <= 5'd0;
            o_dmem_addr <= 32'h00000000;
            o_dmem_mask <= 4'h0;
            o_dmem_ren <= 1'b0;
            o_dmem_wen <= 1'b0;
            o_dmem_rdata <= 32'h00000000;
            o_dmem_wdata <= 32'h00000000;
            o_valid <= 1'b0;
            o_reg_write <= 1'b0;
            o_mem_to_reg <= 1'b0;
            o_jump <= 1'b0;
            o_retire_halt <= 1'b0;
        end else begin
            o_alu_result <= i_alu_result;
            o_load_data <= i_load_data;
            o_pc_plus_4 <= i_pc_plus_4;
            o_rs1_rdata <= i_rs1_rdata;
            o_rs2_rdata <= i_rs2_rdata;
            o_pc <= i_pc;
            o_instruction <= i_instruction;
            o_next_pc_target <= i_next_pc_target;
            o_rs1_addr <= i_rs1_addr;
            o_rs2_addr <= i_rs2_addr;
            o_rd_addr <= i_rd_addr;
            o_dmem_addr <= i_dmem_addr;
            o_dmem_mask <= i_dmem_mask;
            o_dmem_ren <= i_dmem_ren;
            o_dmem_wen <= i_dmem_wen;
            o_dmem_rdata <= i_dmem_rdata;
            o_dmem_wdata <= i_dmem_wdata;
            o_reg_write <= i_reg_write;
            o_mem_to_reg <= i_mem_to_reg;
            o_jump <= i_jump;
            o_retire_halt <= i_retire_halt;
            o_valid <= i_valid;
        end
    end
endmodule
`default_nettype wire
==> flow/run.sh <==
#!/bin/bash
# OpenROAD 26Q1-2900-gdf79404cd8, Yosys 0.63+post, stock flow scripts
make -C /OpenROAD-flow-scripts/flow DESIGN_CONFIG=/design/flow/config.mk WORK_HOME=/design/flow/orfs finish
==> flow/config.mk <==
export PLATFORM = sky130hd
export DESIGN_NAME = mem_wb
export DESIGN_NICKNAME = mem_wb
export VERILOG_FILES = /design/flow/design.v
export SDC_FILE = /design/flow/constraint.sdc
export NUM_CORES = 4
export LEC_CHECK = 1
export CORE_AREA = 10 10 326 326
export DIE_AREA = 0 0 336 336
==> flow/constraint.sdc <==
current_design mem_wb

set clk_period 1.0
set clk_io_pct 0.2

create_clock -name clk0 -period $clk_period [get_ports {i_clk}]

set non_clock_inputs [all_inputs -no_clocks]
set_input_delay [expr $clk_period * $clk_io_pct] -clock clk0 $non_clock_inputs
set_output_delay [expr $clk_period * $clk_io_pct] -clock clk0 [all_outputs]
==> writeup.txt <==
With the maximum clock frequency at 0.724 GHz, the floorplan-stage core utilization is 10.3%. The die is 336 um wide. The post-CTS setup repair buffer count was 0; the fraction of power spent switching nets was 22.9%. Clock-pin slew was measured on the worst setup and hold paths at 60 ps.

OpenROAD reports that the post-layout worst path occupies 138% of the period. In this run the number of H-tree levels came out at 2. The run gives 0 for the final-report max-slew violation count. The synthesis warning total is 1, and the overall power consumption is 38.0 mW.

Power density of the placed cells: 1860 nW/um^2. The timing report shows that the slowest cell on the worst path is sky130_fd_sc_hd__dfxtp_4. The remaining antenna violation count is 0, and the final period demand of the worst path is 1380 ps. TritonCTS built the clock tree. The run gives 19.9 um for the detail-routed net length per standard cell. With the die span in y at 336 um, the number of fill cells in the layout is 10700. The flow ran to the end, but the final reports show violations. The script parses the final routing iteration and logs DRC violations as 0. The largest net degree at the start of global routing is 58, and the total die size is 113000 um^2.

The transition time of the tightest slew-check pin was 455 ps; the worst setup slack after placement was -498 ps. The relative contribution of sequential cells to total power is 42.6%, and the gate count of the mapped netlist is 798. The fraction of layout cells with a size suffix above 1 was 40.6%. After synthesis the netlist holds a flip-flop and latch count of 378. Signal arrival time at the worst endpoint: 1180 ps. After synthesis, the mean cell area works out to 12.7 um^2. Number of max-capacitance violations reported: 0. After floorplanning, the core was divided into 115 placement rows.

The routability congestion estimate from global placement is 0.859, and the synthesis-to-layout area growth is 101%. The run gives 9.9% for the portion of total power attributed to combinational logic. Summed over all layers, the global routing overflow is 0. With the sum of buffers and inverters on the critical path at 1, the vias after detailed routing is 8715. OpenROAD emitted warnings numbering 27.

The sequential area share after synthesis was 74.5%; the number of global-route vias before repair was 9518. The slew check shows that the tightest pin keeps a relative margin of 69.6%. With the required arrival time at the worst endpoint at 800 ps, the worst supply voltage drop on vdd is 0.00130 V. The script logs the ratio of routed vias to standard cells as 2.91.

For reference, the most critical setup path is categorized as flip-flop to primary output. The type of the worst min-delay path was input pin to flip-flop. Number of endpoints with negative hold slack in the final report: 0. The kind of cell with the highest combined delay on the critical path is flip-flops. The cell sequence reported for the critical path is buf_6. The HPWL after detailed placement is 49700 um. The type of destination of the critical path was a primary output. The delay of the slowest critical-path stage works out to 450 ps. The analysis attributes to cell leakage a power of 8.71 nW. Yosys mapped the design onto 7 distinct sky130hd cell types. Total global-route track usage over all layers is 10.1%. The number of top-level pins is 758. For the post-layout worst setup margin, the log shows -380 ps. For this design, the CTS-stage hold fixing added 0 buffers. The initial antenna violation count is 37.

The total length of routed wires is 59400 um. STA classifies the critical path startpoint as a flip-flop. Endpoints with negative setup slack in the final report add up to 378. The root buffer cell is sky130_fd_sc_hd__clkbuf_16. The biggest fanout along the worst timing path was 1; the placeable core region was 98700 um^2. The tools report the internal power as 29.3 mW. Per the Yosys statistics, synthesis produced 798 cells. Input and output buffers added on the ports amount to 757. The area recorded from the Yosys report for this design is 10200 um^2. No sink is reached through more buffers than the 3 on the longest clock path.

The clock share of power is 47.4%, and the area of the mapped netlist is 10200 um^2. The number of CTS-inserted buffers is 47, and the power dissipated by switching net loads is 8.69 mW. After the first detailed-routing iteration, the DRC count stood at 148. The global-route wire length before repair came out at 78500 um. Setup repair after global routing could not meet its margin everywhere. Sink count of the clock tree: 378. The first detailed-routing pass ran for 4 iterations. The final reports fail on setup timing.
[cells in the mapped netlist]
master                     instances  area (um^2)
sky130_fd_sc_hd__buf_2            31          155
sky130_fd_sc_hd__buf_4             1         7.51
sky130_fd_sc_hd__buf_6             3         33.8
sky130_fd_sc_hd__clkbuf_1          7         26.3
sky130_fd_sc_hd__dfxtp_1         378         7570
sky130_fd_sc_hd__nor2b_1         374         2340
sky130_fd_sc_hd__or2_2             4         25.0
[layer usage]
layer  GRT usage (%)  vias to the layer above  part of all wire [%]  wire length [um]
met5               0                        -                  0.52               307
met3            5.93                      112                    14              8330
met2            16.0                      514                    45             26600
met1            11.9                     3891                    38             22700
li1                -                     4150                     -                 -
met4            1.98                       48                   2.6              1520
[layout by cell type, fill, tap and decap left out]
cell type and instances:
sky130_fd_sc_hd__nor2b_1 374, sky130_fd_sc_hd__diode_2 8, sky130_fd_sc_hd__clkbuf_16 48, sky130_fd_sc_hd__clkbuf_1 8, sky130_fd_sc_hd__buf_6 76, sky130_fd_sc_hd__clkinv_4 2
sky130_fd_sc_hd__clkinv_8 1, sky130_fd_sc_hd__clkinv_2 5, sky130_fd_sc_hd__clkinvlp_4 5, sky130_fd_sc_hd__dfxtp_2 114, sky130_fd_sc_hd__clkdlybuf4s50_1 378, sky130_fd_sc_hd__or2_2 4
sky130_fd_sc_hd__inv_6 5, sky130_fd_sc_hd__buf_8 1, sky130_fd_sc_hd__buf_2 302, sky130_fd_sc_hd__bufinv_16 5, sky130_fd_sc_hd__clkbuf_8 8, sky130_fd_sc_hd__dfxtp_4 16
sky130_fd_sc_hd__dfxtp_1 248, sky130_fd_sc_hd__buf_4 90, sky130_fd_sc_hd__buf_12 8
[kinds of logic after synthesis]
family,after synthesis,synth area share (%)
flip-flops,378,74.5
AND/OR/NAND/NOR,378,23.3
buffers and inverters,42,2.19
[power groups by stage]
stage / Sequential, mW / Clock [mW] / Combinational [mW]
after CTS: 16.2 / 18.8 / 3.88
after global routing: 16.3 / 19.2 / 4.11
final: 16.2 / 18.0 / 3.78
[what timing repair did]
| item | in CTS | in global routing |
|---|---|---|
| gates cloned | 0 | 0 |
| resized | 1495 | 60 |
| setup endpoints to repair | 378 | 378 |
| endpoints found under the hold margin | 0 | 0 |
[worst paths after layout]
check                                 from              endpoint  slack, ps  cells past startpoint
worst max-delay path  o_next_pc_target[24]  o_next_pc_target[24]       -380                      1
worst min-delay path                 i_rst      o_alu_result[26]         70                      3
[cell type report]
cell class,count,area (um^2),area share [%]
antenna,8,20.0,0.0981
clock buffer,64,1340,6.58
clock inverter,23,290,1.42
multi-input combinational,378,2360,11.6
sequential,378,7770,38.1
tap,1287,1610,7.89
timing repair buffer,855,7000,34.3
[stage by stage]
step	util, %	cell area (um^2)	TNS, ps	cells	hold WS, ps
floorplan	-	10200	0	798	304
global placement	20.2	20000	-18940	2898	695
detailed placement	20.2	20000	-19200	2898	706
CTS	20.5	20200	-106770	2985	16.9
global route	20.6	20400	-102370	2985	64.9
finish	20.7	20400	-79900	2993	73.9
Power and IR drop assume default switching activity.
