<file path="flow/design.v">
`default_nettype none
module ex_mem (
    input  wire        i_clk,
    input  wire        i_rst,
    input  wire        i_valid,
    input  wire [31:0] i_alu_result,
    input  wire [31:0] i_rs1_rdata,
    input  wire [31:0] i_rs2_rdata,
    input  wire [31:0] i_pc,
    input  wire [31:0] i_pc_plus_4,
    input  wire [31:0] i_instruction,
    input  wire [31:0] i_next_pc_target,
    input  wire [ 4:0] i_rs1_addr,
    input  wire [ 4:0] i_rs2_addr,
    input  wire [ 4:0] i_rd_addr,
    input  wire        i_mem_read,
    input  wire        i_mem_write,
    input  wire        i_reg_write,
    input  wire        i_mem_to_reg,
    input  wire        i_jump,
    input  wire        i_retire_halt,
    output reg  [31:0] o_alu_result,
    output reg  [31:0] o_rs1_rdata,
    output reg  [31:0] o_rs2_rdata,
    output reg  [31:0] o_pc,
    output reg  [31:0] o_pc_plus_4,
    output reg  [31:0] o_instruction,
    output reg  [31:0] o_next_pc_target,
    output reg  [ 4:0] o_rs1_addr,
    output reg  [ 4:0] o_rs2_addr,
    output reg  [ 4:0] o_rd_addr,
    output reg         o_mem_read,
    output reg         o_mem_write,
    output reg         o_reg_write,
    output reg         o_jump,
    output reg         o_mem_to_reg,
    output reg         o_retire_halt,
    output reg         o_valid
);
    always @(posedge i_clk) begin
        if (i_rst) begin
            o_alu_result <= 32'h00000000;
            o_rs1_rdata <= 32'h00000000;
            o_rs2_rdata <= 32'h00000000;
            o_pc <= 32'h00000000;
            o_pc_plus_4 <= 32'h00000004;
            o_instruction <= 32'h00000013;   
            o_next_pc_target <= 32'h00000000;
            o_rs1_addr <= 5'd0;
            o_rs2_addr <= 5'd0;
            o_rd_addr <= 5'd0;
            o_mem_read <= 1'b0;
            o_mem_write <= 1'b0;
            o_reg_write <= 1'b0;
            o_mem_to_reg <= 1'b0;
            o_jump <= 1'b0;
            o_retire_halt <= 1'b0;
            o_valid <= 1'b0;
        end else begin
            o_alu_result <= i_alu_result;
            o_rs1_rdata <= i_rs1_rdata;
            o_rs2_rdata <= i_rs2_rdata;
            o_pc <= i_pc;
            o_pc_plus_4 <= i_pc_plus_4;
            o_instruction <= i_instruction;
            o_next_pc_target <= i_next_pc_target;
            o_rs1_addr <= i_rs1_addr;
            o_rs2_addr <= i_rs2_addr;
            o_rd_addr <= i_rd_addr;
            o_valid <= i_valid;
            o_mem_read <= i_mem_read;
            o_mem_write <= i_mem_write;
            o_reg_write <= i_reg_write;
            o_mem_to_reg <= i_mem_to_reg;
            o_jump <= i_jump;
            o_retire_halt <= i_retire_halt;
        end
    end
endmodule
`default_nettype wire
</file>
<file path="flow/run.sh">
#!/bin/bash
# OpenROAD 26Q1-2900-gdf79404cd8, Yosys 0.63+post, stock flow scripts
make -C /OpenROAD-flow-scripts/flow DESIGN_CONFIG=/design/flow/config.mk WORK_HOME=/design/flow/orfs finish
</file>
<file path="flow/config.mk">
export PLATFORM = sky130hd
export DESIGN_NAME = ex_mem
export DESIGN_NICKNAME = ex_mem
export VERILOG_FILES = /design/flow/design.v
export SDC_FILE = /design/flow/constraint.sdc
export NUM_CORES = 4
export LEC_CHECK = 1
export CORE_AREA = 10 10 231 231
export DIE_AREA = 0 0 241 241
</file>
<file path="flow/constraint.sdc">
current_design ex_mem

set clk_period 1.0
set clk_io_pct 0.2

create_clock -name clk0 -period $clk_period [get_ports {i_clk}]

set non_clock_inputs [all_inputs -no_clocks]
set_input_delay [expr $clk_period * $clk_io_pct] -clock clk0 $non_clock_inputs
set_output_delay [expr $clk_period * $clk_io_pct] -clock clk0 [all_outputs]
</file>
==> qor.csv <==
stage,metric,value,unit
final_timing,slew_headroom,76.0,%
clock_tree,cts_max_path_buffers,3,
pwr,ir_drop,1110,uV
critical_path,crit_chain,buf_6,
floorplan,fp-utilization,13.7,%
floorplan,rows,80,
critical_path,cp.required,800,ps
yosys,syn_inst,519,
yosys,yosys.area_share.simple,23.3,%
final_layout,utilization,25.4,%
final_layout,drive_gt1_share,34.0,%
global_routing,overflow,0,
critical_path,worstSetupPathType,reg -> out,
routing,drt_iter0_markers,114,
run,warning_count,27,
clock_tree,htree_levels,1,
placement,gp_congestion,0.846,
clock_tree,cts_tree,done,
critical_path,worst_ep_arrival_time,1060,ps
yosys,syn_area,0.00660,mm2
critical_path,cp_max_fo,1,
floorplan,die_height,241,um
yosys,ys_seq_share,74.6,%
critical_path,critPathMaxStageDelay,400,ps
routing,vias,5325,
status,outcome,finished with violations,
yosys,ys_cells,519,
clock_tree,post_cts_buffers,0,
critical_path,cpMaxStageDelayCell,dfxtp_4,
final_layout,area_delta_synth_final,84.8,%
pwr,p_leak,0.00531,uW
run,max_cap_violations,0,
global_routing,first_global_vias,5558,
status,violations,setup timing,
final_layout,stdcell_count,1668,
floorplan,io_pins,494,
final_layout,fillers,5100,
final_timing,hold_viol,0,
critical_path,cp-end-kind,primary output,
yosys,topCombFamilyByArea,simple AND/OR/NAND/NOR gates,
global_routing,antenna_found_initial,1,
placement,dpl.cell_count,1620,
yosys,yosysWarnings,1,
yosys,aoi_share,0,%
routing,final_antenna_net_count,0,
clock_tree,cts_root_buf,clkbuf_16,
final_timing,setup_viol,246,
yosys,synth_flop_count,246,
yosys,synthAdderAreaFrac,0,%
global_routing,gr-usage-all-layers,8.77,%
yosys,mux_area_share,0,%
routing,routed_via_density,3.19,
critical_path,worstSetupStartpointType,flop,
yosys,xor_area_share,0,%
final_timing,fmax,794,MHz
placement,port_buffers,493,
routing,drtPass1Iterations,4,
clock_tree,postCtsHoldBufs,0,
global_routing,grt_pass1_wl,37200,um
final_timing,finalCritPeriodShare,126,%
clock_tree,path_clk_slew,60,ps
yosys,ys_area,0.00660,mm2
floorplan,die-area,0.0581,mm2
yosys,avgSynthCellArea,12.7,um2
routing,wl_per_cell,16.6,um
routing,drc,0,
final_timing,setup_ws,-260,ps
global_routing,grt_max_degree,48,
clock_tree,cts_sinks,246,
final_timing,rsz0062_at_grt,true,
critical_path,critical_path.top_delay_family,flip-flops,
floorplan,core_area,0.0480,mm2
pwr,pwr_density_cell,1840,mW/mm2
final_timing,worst_pin_slew,359,ps
placement,dp_hpwl,22700,um
yosys,synth_cell_types,6,
min_path,hp-class,in -> reg,
floorplan,die_w,241,um
critical_path,path_buffers,1,
final_timing,finalCriticalPeriod,1260,ps
clock_tree,cts_made_buffers,26,
final_timing,drv_slew,0,
routing,wl,27700,um
routing,insertedDiodeCount,0,
layout by cell type (no fill, tap or decap), drive strengths merged:
| cell type | count |
|---|---|
| buf | 266 |
| clkdlybuf4s50 | 246 |
| dfxtp | 246 |
| nor2b | 242 |
| clkbuf | 40 |
| or2 | 4 |
| bufinv | 3 |
| clkinvlp | 3 |
| clkinv | 3 |
layer usage:
layer / GRT usage (%) / vias up / wire length (um)
li1: - / 2585 / -
met1: 10.1 / 2381 / 10400
met2: 14.4 / 325 / 12800
met3: 4.57 / 32 / 3890
met4: 1.89 / 2 / 631
met5: 0 / - / 13
synthesized netlist by cell type:
| cell type | count | share of area [%] |
|---|---|---|
| or2_2 | 4 | 0.38 |
| buf_2 | 25 | 1.9 |
| buf_6 | 1 | 0.17 |
| clkbuf_1 | 1 | 0.057 |
| nor2b_1 | 242 | 23 |
| dfxtp_1 | 246 | 75 |
path summary, 6_finish.rpt:
path	from	to	slack (ps)	cells past startpoint
worst min-delay path	i_rst	o_rs1_rdata[26]	120	2
worst max-delay path	o_rs1_addr[1]	o_rs1_addr[1]	-260	1
layout make-up:
class	instances	area (um2)	area share, %
Clock buffer	39	771	6.31
Timing Repair Buffer	513	4000	32.8
Clock inverter	9	128	1.05
Tap cell	615	769	6.30
Multi-Input combinational cell	246	1540	12.6
Sequential cell	246	5000	40.9
what timing repair did:
| action | CTS | global route |
|---|---|---|
| setup endpoints to repair | 246 | 246 |
| pin swaps | 0 | 0 |
| resized | 866 | 21 |
| hold endpoints to repair | 0 | 0 |
| cloned | 0 | 0 |
kinds of logic (layout without fill, tap and decap cells):
family / Yosys count / in the layout
and+or+nand+nor: 246 / 246
buffers and inverters: 27 / 561
DFF: 246 / 246
where the power goes:
part | switching (uW) | leakage (uW) | internal (uW)
Combinational | 597 | 0.00281 | 1510
Clock | 3850 | 0.000432 | 6080
Sequential | 139 | 0.00206 | 10300
per-stage QoR:
| step | setup TNS [ps] | total power, uW | worst slack (ps) | area (um2) | hold WS (ps) |
|---|---|---|---|---|---|
| after floorplan | 0 | 11000 | 126 | 6600 | 304 |
| after global placement | -14510 | 13300 | -358 | 12400 | 692 |
| after detailed placement | -13530 | 13300 | -346 | 12400 | 694 |
| after CTS | -44810 | 22900 | -310 | 12100 | 115 |
| after global routing | -45700 | 23500 | -301 | 12200 | 138 |
| final | -34630 | 22500 | -260 | 12200 | 120 |
Power figures rest on the tool's default switching activity, not on a simulated workload.
